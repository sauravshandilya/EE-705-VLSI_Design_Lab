## flow/run.sh

```bash
#!/bin/bash
# OpenROAD 26Q1-2900-gdf79404cd8, Yosys 0.63+post, stock flow scripts
make -C /OpenROAD-flow-scripts/flow DESIGN_CONFIG=/design/flow/config.mk WORK_HOME=/design/flow/orfs finish
```

## flow/config.mk

```make
export PLATFORM = sky130hd
export DESIGN_NAME = counterncycle
export DESIGN_NICKNAME = counterncycle
export VERILOG_FILES = /design/flow/design.v
export SDC_FILE = /design/flow/constraint.sdc
export NUM_CORES = 4
export LEC_CHECK = 1
export CORE_AREA = 10 10 70 70
export DIE_AREA = 0 0 80 80
```

## flow/constraint.sdc

```tcl
current_design counterncycle

set clk_period 2.1
set clk_io_pct 0.2

create_clock -name clk0 -period $clk_period [get_ports {clk}]

set non_clock_inputs [all_inputs -no_clocks]
set_input_delay [expr $clk_period * $clk_io_pct] -clock clk0 $non_clock_inputs
set_output_delay [expr $clk_period * $clk_io_pct] -clock clk0 [all_outputs]
```

## flow/design.v

```verilog
module counterncycle
(
	clk,
	enable,
	reset,
	counterout
);
parameter 
nbit = 5,		 
maxcount = 30;	 
input clk;
input enable;
input reset;
output [(nbit-1) : 0] counterout;
wire clk;
wire enable;
wire reset;
reg [(nbit-1) : 0] counterout;
reg [(nbit-1) : 0] tempcount;
always @ (posedge clk, posedge reset)
begin
  if (reset == 'd1) begin
    tempcount = 'd0;
  end
  else if (clk == 'd1) begin
		if (tempcount == maxcount) begin
			tempcount = 'd0;
		end	
		else if (enable == 'd1) begin
			tempcount = tempcount + 'd1;
		end	
  end
  counterout = tempcount;
end  
endmodule
```

==> flow_summary.toml <==
# synthesis and place-and-route metrics
[run_status]
outcome = "finished clean"

[place]
place_area_sq_um = 375
placed_cells_incl_taps = 78
portBuffers = 7
hpwl_microns = 506
place.gp.congestion = 0.693

[worst_setup_path]
critPathBufInv = 1
required_ps = 1680
cp_top_family = "buffers and inverters"
critPathLaunchType = "register"
crit_arrival_ps = 1170
worst-r2r-cell-count = 5
crit_path_max_incr_delay_ps = 510
worstPathCellList = "clkdlybuf4s50_1"
r2r_slack_ps = 890
reg2reg_to = "tempcount[1]$_DFFE_PP0P_"
worstSetupPathType = "reg -> out"
cpMaxStageDelayCell = "clkdlybuf4s50_1"
crit_fanout = 5
endpoint_kind = "output pin"
reg2reg_from = "tempcount[0]$_DFFE_PP0P_"

[floorplan]
io_pins = 8
dieHeight_microns = 80
row_count = 21
coreArea_sq_um = 3420
die-area_sq_um = 6400
dieWidth_microns = 80
fp_util_pct = 7.25

[synth]
synth_top_cell_by_area = "dfrtp_1"
synthArstFlopShare_pct = 100
common_cells = "dfrtp_1, nor2_1, nand2_1"
synth_area_sq_um = 248
top_cells_by_area = "dfrtp_1, ha_1, xor2_1"
synth.distinct_cells = 13
ys_area_sq_um = 248
ff_type = "dfrtp_1"
syn_avg_cell_area_sq_um = 9.91
synth_warnings = 1
yosys_cells = 25
synth-edff-count = 0
yosys.area.top_type_share_pct = 50.5
top_cell = "dfrtp_1"
syn_inst = 25
synth-seq-cells = 5
synth_seq_share_pct = 50.5

[clocking]
cts_tree = "yes"
post_cts_buffers = 0
htreeDepth = 1
cts-buffers-inserted = 3
clock_latency_ps = 240
cts_max_path_buffers = 2
cts.sinks = 5
ctsResizeCount = 0
cts.root.buffer_cell = "clkbuf_4"
postCtsHoldBufs = 0
path_clk_slew_ps = 40

[flow_run]
warnings = 26
maxCapViolCount = 0

[detailed_routing]
drt-total-wl_microns = 607
met3_wirelength_microns = 73
drc = 0
viasPerCell = 2.67
wl_met1_microns = 352
drt_iter0_markers = 0
top_layer = "met3"
n_antenna_cell = 0
routed-via-count = 219
wl_met2_microns = 181
wl_per_cell_microns = 7.40
firstDrtPassIters = 1
antenna_left = 0

[sta]
finalMaxSlewViolations = 0
setup-tns-final_ps = 0
rsz0062_at_grt = "false"
clock.fmax_ghz = 0.630
worstMarginPinSlew_ps = 323
timing.final.crit_period_ps = 1590
setup_viol = 0
fin_skew_ps = 0.997
period_used_pct = 75.6
slew_headroom_pct = 78.4
hold_viol = 0
hold_slack_ps = 383

[cells_and_area]
largest_register_ffs = 5
fin_cells = 82
drive_gt1_share_pct = 11.1
area_delta_synth_final_pct = 62.1
finish.instance_area_sq_um = 402

[grt]
gr-usage-all-layers_pct = 2.25
grt_max_degree = 7
antenna_found_initial = 0
grt_pass1_wl_microns = 1090
grt_overflow = 0
grt_pass1_vias = 253

[power_and_ir_drop]
ir_drop_uv = 635
p_switching_mw = 0.185
comb_power_share_pct = 42.0
p_leak_nw = 0.156
p_int_mw = 0.361
swShare_pct = 33.8
powerDensity_nw_per_um2 = 1360
total_power_mw = 0.546
clkPwrFrac_pct = 19.9
seqPwrFrac_pct = 38.1

[min_path]
min_path_type = "in -> async"
placed cells by master, fill, tap and decap left out, drive strengths merged:
cell	instances
inv	2
a211oi	1
xnor2	1
a21oi	1
o21ai	1
dfrtp	5
ha	2
o31ai	1
nand4	1
nand2	3
clkbuf	4
xor2	2
clkdlybuf4s50	7
nor2	5
power by group through the flow:
stage         clock network [mW]  logic (mW)  registers [mW]
CTS                        0.111       0.233           0.207
global route               0.125       0.277           0.217
finish                     0.109       0.229           0.208
area by class of cell:
class / count / area (sq um)
fillers: 400 / 3010
flip-flops and latches: 5 / 125
multi-input cells: 18 / 115
repair buffers: 7 / 70.1
well taps: 46 / 57.6
clock buffers: 4 / 26.3
inverters: 2 / 7.51
how the worst max path moves through the flow:
stage,end,from,cells after the start,slack [ps]
after global routing,counterout[0],tempcount[0]$_DFFE_PP0P_,1,440
after CTS,counterout[0],tempcount[0]$_DFFE_PP0P_,1,510
final,counterout[0],tempcount[0]$_DFFE_PP0P_,1,510
stage by stage:
stage | setup WS [ps] | util [%]
floorplan | 1050 | -
global placement | 632 | 11.0
detailed placement | 587 | 11.0
CTS | 506 | 11.8
global route | 441 | 11.8
finish | 512 | 11.8
cell families after synthesis:
kind of cell    Yosys count  share of synthesized area (%)
compound gates            4                           10.1
buf+inv                   2                           3.03
fa+ha+maj                 2                           10.1
flops                     5                           50.5
simple gates              9                           15.7
xor+xnor                  3                           10.6
worst reg2reg max path: cells and delay by family, from the launching register on:
kind / cells / cell delay, ps
AND-OR/OR-AND: 1 / 90
AND/OR/NAND/NOR: 2 / 330
flip-flops: 1 / 430
buffers and inverters: 1 / 80
adder cells (fa/ha/maj): 1 / 160
metal layers:
layer,up-vias,global-route usage [%]
met3,0,1.82
met2,12,2.65
met5,-,0
li1,105,-
met4,0,0.176
met1,102,3.14
Power and IR drop assume default switching activity.
